--- ./run.sh ---
#!/bin/bash
# OpenROAD 26Q1-2900-gdf79404cd8, Yosys 0.63+post, stock flow scripts
make -C /OpenROAD-flow-scripts/flow DESIGN_CONFIG=/design/flow/config.mk WORK_HOME=/design/flow/orfs finish
--- ./config.mk ---
export PLATFORM = sky130hd
export DESIGN_NAME = life
export DESIGN_NICKNAME = life
export VERILOG_FILES = /design/flow/design.v
export SDC_FILE = /design/flow/constraint.sdc
export NUM_CORES = 4
export LEC_CHECK = 1
export CORE_AREA = 10 10 85 85
export DIE_AREA = 0 0 95 95
--- ./constraint.sdc ---
current_design life

set clk_period 2.8
set clk_io_pct 0.2

create_clock -name clk0 -period $clk_period [get_ports {clk}]

set non_clock_inputs [all_inputs -no_clocks]
set_input_delay [expr $clk_period * $clk_io_pct] -clock clk0 $non_clock_inputs
set_output_delay [expr $clk_period * $clk_io_pct] -clock clk0 [all_outputs]
--- ./design.v ---
module heart_rom
	(
		input wire clk,
		input wire [3:0] row,
		input wire [3:0] col,
		output reg color_data
	);
	(* rom_style = "block" *)
	reg [3:0] row_reg;
	reg [3:0] col_reg;
	always @(posedge clk)
		begin
		row_reg <= row;
		col_reg <= col;
		end
	always @*
	case ({row_reg, col_reg})
		8'b00000000: color_data = 1'b1;
		8'b00000001: color_data = 1'b1;
		8'b00000010: color_data = 1'b1;
		8'b00000011: color_data = 1'b1;
		8'b00000100: color_data = 1'b1;
		8'b00000101: color_data = 1'b1;
		8'b00000110: color_data = 1'b1;
		8'b00000111: color_data = 1'b1;
		8'b00001000: color_data = 1'b1;
		8'b00001001: color_data = 1'b1;
		8'b00001010: color_data = 1'b1;
		8'b00001011: color_data = 1'b1;
		8'b00001100: color_data = 1'b1;
		8'b00001101: color_data = 1'b1;
		8'b00001110: color_data = 1'b1;
		8'b00001111: color_data = 1'b1;
		8'b00010000: color_data = 1'b1;
		8'b00010001: color_data = 1'b1;
		8'b00010010: color_data = 1'b1;
		8'b00010011: color_data = 1'b1;
		8'b00010100: color_data = 1'b1;
		8'b00010101: color_data = 1'b1;
		8'b00010110: color_data = 1'b1;
		8'b00010111: color_data = 1'b1;
		8'b00011000: color_data = 1'b1;
		8'b00011001: color_data = 1'b1;
		8'b00011010: color_data = 1'b1;
		8'b00011011: color_data = 1'b1;
		8'b00011100: color_data = 1'b1;
		8'b00011101: color_data = 1'b1;
		8'b00011110: color_data = 1'b1;
		8'b00011111: color_data = 1'b1;
		8'b00100000: color_data = 1'b1;
		8'b00100001: color_data = 1'b1;
		8'b00100010: color_data = 1'b1;
		8'b00100011: color_data = 1'b1;
		8'b00100100: color_data = 1'b0;
		8'b00100101: color_data = 1'b0;
		8'b00100110: color_data = 1'b1;
		8'b00100111: color_data = 1'b1;
		8'b00101000: color_data = 1'b1;
		8'b00101001: color_data = 1'b1;
		8'b00101010: color_data = 1'b0;
		8'b00101011: color_data = 1'b0;
		8'b00101100: color_data = 1'b1;
		8'b00101101: color_data = 1'b1;
		8'b00101110: color_data = 1'b1;
		8'b00101111: color_data = 1'b1;
		8'b00110000: color_data = 1'b1;
		8'b00110001: color_data = 1'b1;
		8'b00110010: color_data = 1'b1;
		8'b00110011: color_data = 1'b0;
		8'b00110100: color_data = 1'b0;
		8'b00110101: color_data = 1'b0;
		8'b00110110: color_data = 1'b0;
		8'b00110111: color_data = 1'b1;
		8'b00111000: color_data = 1'b1;
		8'b00111001: color_data = 1'b0;
		8'b00111010: color_data = 1'b0;
		8'b00111011: color_data = 1'b0;
		8'b00111100: color_data = 1'b0;
		8'b00111101: color_data = 1'b1;
		8'b00111110: color_data = 1'b1;
		8'b00111111: color_data = 1'b1;
		8'b01000000: color_data = 1'b1;
		8'b01000001: color_data = 1'b1;
		8'b01000010: color_data = 1'b0;
		8'b01000011: color_data = 1'b0;
		8'b01000100: color_data = 1'b0;
		8'b01000101: color_data = 1'b0;
		8'b01000110: color_data = 1'b0;
		8'b01000111: color_data = 1'b0;
		8'b01001000: color_data = 1'b0;
		8'b01001001: color_data = 1'b0;
		8'b01001010: color_data = 1'b0;
		8'b01001011: color_data = 1'b0;
		8'b01001100: color_data = 1'b0;
		8'b01001101: color_data = 1'b0;
		8'b01001110: color_data = 1'b1;
		8'b01001111: color_data = 1'b1;
		8'b01010000: color_data = 1'b1;
		8'b01010001: color_data = 1'b1;
		8'b01010010: color_data = 1'b0;
		8'b01010011: color_data = 1'b0;
		8'b01010100: color_data = 1'b0;
		8'b01010101: color_data = 1'b0;
		8'b01010110: color_data = 1'b0;
		8'b01010111: color_data = 1'b0;
		8'b01011000: color_data = 1'b0;
		8'b01011001: color_data = 1'b0;
		8'b01011010: color_data = 1'b0;
		8'b01011011: color_data = 1'b0;
		8'b01011100: color_data = 1'b0;
		8'b01011101: color_data = 1'b0;
		8'b01011110: color_data = 1'b1;
		8'b01011111: color_data = 1'b1;
		8'b01100000: color_data = 1'b1;
		8'b01100001: color_data = 1'b1;
		8'b01100010: color_data = 1'b0;
		8'b01100011: color_data = 1'b0;
		8'b01100100: color_data = 1'b0;
		8'b01100101: color_data = 1'b0;
		8'b01100110: color_data = 1'b0;
		8'b01100111: color_data = 1'b0;
		8'b01101000: color_data = 1'b0;
		8'b01101001: color_data = 1'b0;
		8'b01101010: color_data = 1'b0;
		8'b01101011: color_data = 1'b0;
		8'b01101100: color_data = 1'b0;
		8'b01101101: color_data = 1'b0;
		8'b01101110: color_data = 1'b1;
		8'b01101111: color_data = 1'b1;
		8'b01110000: color_data = 1'b1;
		8'b01110001: color_data = 1'b1;
		8'b01110010: color_data = 1'b0;
		8'b01110011: color_data = 1'b0;
		8'b01110100: color_data = 1'b0;
		8'b01110101: color_data = 1'b0;
		8'b01110110: color_data = 1'b0;
		8'b01110111: color_data = 1'b0;
		8'b01111000: color_data = 1'b0;
		8'b01111001: color_data = 1'b0;
		8'b01111010: color_data = 1'b0;
		8'b01111011: color_data = 1'b0;
		8'b01111100: color_data = 1'b0;
		8'b01111101: color_data = 1'b0;
		8'b01111110: color_data = 1'b1;
		8'b01111111: color_data = 1'b1;
		8'b10000000: color_data = 1'b1;
		8'b10000001: color_data = 1'b1;
		8'b10000010: color_data = 1'b1;
		8'b10000011: color_data = 1'b0;
		8'b10000100: color_data = 1'b0;
		8'b10000101: color_data = 1'b0;
		8'b10000110: color_data = 1'b0;
		8'b10000111: color_data = 1'b0;
		8'b10001000: color_data = 1'b0;
		8'b10001001: color_data = 1'b0;
		8'b10001010: color_data = 1'b0;
		8'b10001011: color_data = 1'b0;
		8'b10001100: color_data = 1'b0;
		8'b10001101: color_data = 1'b1;
		8'b10001110: color_data = 1'b1;
		8'b10001111: color_data = 1'b1;
		8'b10010000: color_data = 1'b1;
		8'b10010001: color_data = 1'b1;
		8'b10010010: color_data = 1'b1;
		8'b10010011: color_data = 1'b0;
		8'b10010100: color_data = 1'b0;
		8'b10010101: color_data = 1'b0;
		8'b10010110: color_data = 1'b0;
		8'b10010111: color_data = 1'b0;
		8'b10011000: color_data = 1'b0;
		8'b10011001: color_data = 1'b0;
		8'b10011010: color_data = 1'b0;
		8'b10011011: color_data = 1'b0;
		8'b10011100: color_data = 1'b0;
		8'b10011101: color_data = 1'b1;
		8'b10011110: color_data = 1'b1;
		8'b10011111: color_data = 1'b1;
		8'b10100000: color_data = 1'b1;
		8'b10100001: color_data = 1'b1;
		8'b10100010: color_data = 1'b1;
		8'b10100011: color_data = 1'b1;
		8'b10100100: color_data = 1'b0;
		8'b10100101: color_data = 1'b0;
		8'b10100110: color_data = 1'b0;
		8'b10100111: color_data = 1'b0;
		8'b10101000: color_data = 1'b0;
		8'b10101001: color_data = 1'b0;
		8'b10101010: color_data = 1'b0;
		8'b10101011: color_data = 1'b0;
		8'b10101100: color_data = 1'b1;
		8'b10101101: color_data = 1'b1;
		8'b10101110: color_data = 1'b1;
		8'b10101111: color_data = 1'b1;
		8'b10110000: color_data = 1'b1;
		8'b10110001: color_data = 1'b1;
		8'b10110010: color_data = 1'b1;
		8'b10110011: color_data = 1'b1;
		8'b10110100: color_data = 1'b1;
		8'b10110101: color_data = 1'b0;
		8'b10110110: color_data = 1'b0;
		8'b10110111: color_data = 1'b0;
		8'b10111000: color_data = 1'b0;
		8'b10111001: color_data = 1'b0;
		8'b10111010: color_data = 1'b0;
		8'b10111011: color_data = 1'b1;
		8'b10111100: color_data = 1'b1;
		8'b10111101: color_data = 1'b1;
		8'b10111110: color_data = 1'b1;
		8'b10111111: color_data = 1'b1;
		8'b11000000: color_data = 1'b1;
		8'b11000001: color_data = 1'b1;
		8'b11000010: color_data = 1'b1;
		8'b11000011: color_data = 1'b1;
		8'b11000100: color_data = 1'b1;
		8'b11000101: color_data = 1'b1;
		8'b11000110: color_data = 1'b0;
		8'b11000111: color_data = 1'b0;
		8'b11001000: color_data = 1'b0;
		8'b11001001: color_data = 1'b0;
		8'b11001010: color_data = 1'b1;
		8'b11001011: color_data = 1'b1;
		8'b11001100: color_data = 1'b1;
		8'b11001101: color_data = 1'b1;
		8'b11001110: color_data = 1'b1;
		8'b11001111: color_data = 1'b1;
		8'b11010000: color_data = 1'b1;
		8'b11010001: color_data = 1'b1;
		8'b11010010: color_data = 1'b1;
		8'b11010011: color_data = 1'b1;
		8'b11010100: color_data = 1'b1;
		8'b11010101: color_data = 1'b1;
		8'b11010110: color_data = 1'b1;
		8'b11010111: color_data = 1'b0;
		8'b11011000: color_data = 1'b0;
		8'b11011001: color_data = 1'b1;
		8'b11011010: color_data = 1'b1;
		8'b11011011: color_data = 1'b1;
		8'b11011100: color_data = 1'b1;
		8'b11011101: color_data = 1'b1;
		8'b11011110: color_data = 1'b1;
		8'b11011111: color_data = 1'b1;
		8'b11100000: color_data = 1'b1;
		8'b11100001: color_data = 1'b1;
		8'b11100010: color_data = 1'b1;
		8'b11100011: color_data = 1'b1;
		8'b11100100: color_data = 1'b1;
		8'b11100101: color_data = 1'b1;
		8'b11100110: color_data = 1'b1;
		8'b11100111: color_data = 1'b1;
		8'b11101000: color_data = 1'b1;
		8'b11101001: color_data = 1'b1;
		8'b11101010: color_data = 1'b1;
		8'b11101011: color_data = 1'b1;
		8'b11101100: color_data = 1'b1;
		8'b11101101: color_data = 1'b1;
		8'b11101110: color_data = 1'b1;
		8'b11101111: color_data = 1'b1;
		8'b11110000: color_data = 1'b1;
		8'b11110001: color_data = 1'b1;
		8'b11110010: color_data = 1'b1;
		8'b11110011: color_data = 1'b1;
		8'b11110100: color_data = 1'b1;
		8'b11110101: color_data = 1'b1;
		8'b11110110: color_data = 1'b1;
		8'b11110111: color_data = 1'b1;
		8'b11111000: color_data = 1'b1;
		8'b11111001: color_data = 1'b1;
		8'b11111010: color_data = 1'b1;
		8'b11111011: color_data = 1'b1;
		8'b11111100: color_data = 1'b1;
		8'b11111101: color_data = 1'b1;
		8'b11111110: color_data = 1'b1;
		8'b11111111: color_data = 1'b1;
		default: color_data = 1'b0;
	endcase
endmodule
module life(
    input clk, reset, damage,
    input [9:0] x, y,
    output reg [2:0] life_on,
    output wire game_over
    );
    reg [3:0] row, col;
    wire color_data;
    reg [2:0] life_reg;
    reg damage_processed;
    heart_rom heart_rom_unit(
        .clk(clk),
        .row(row),
        .col(col),
        .color_data(color_data)
    );
    always @(posedge clk or posedge reset) begin
        if (reset) begin
            life_reg <= 3'b111;
            damage_processed <= 0;
        end
        else if (damage && !damage_processed) begin
            if (life_reg != 0) begin
                life_reg <= life_reg >> 1;
            end
            damage_processed <= 1;
        end
        else if (!damage) begin
            damage_processed <= 0;
        end
    end
    always@(*) begin
        row <= 0;
        col <= 0;
        life_on <= 0;
        if(x>=5 && x< 21 && y>=16 && y<32) begin
            col <= x-5;
            row <= y-16;
            if(color_data <= 1'b0 && life_reg[0] == 1) begin
                life_on[0] <= 1;
            end
        end
        else if(x>=21 && x< 37 && y>=16 && y<32) begin
            col <= x-21;
            row <= y-16;
            if(color_data <= 1'b0 && life_reg[1] == 1) begin
                life_on[1] <= 1;
            end
        end
        else if(x>=37 && x< 53 && y>=16 && y<32) begin
            col <= x-37;
            row <= y-16;
            if(color_data <= 1'b0 && life_reg[2] == 1) begin
                life_on[2] <= 1;
            end
        end
    end
    assign game_over = (life_reg == 0);
endmodule
==> results.cfg <==
; generated from flow reports
[cells_and_area]
largest_reg_flops = 3
drive_gt1_share_pct = 47.5
area_delta_synth_final_pct = 85.1
design_area_um2 = 1510

[synthesis]
yosysTopAreaCellShare_pct = 9.66
ys.flop_type = dfstp_2
yosys.cell_types.count = 47
syn_avg_cell_area_um2 = 7.62
ys_seq_share_pct = 15.2
synth_area_leader_cell = dfstp_2
ys.flops = 5
edf_count = 0
ys_area_um2 = 816
synthArstFlopShare_pct = 80.0
yosys_warnings = 2
area_leaders = dfstp_2 (9.7%), ha_1 (7.7%), inv_1 (5.1%)
yosysCellCount = 107
postSynthCellCount = 107
syn_area_um2 = 816

[flow_run]
warnings = 30
cap_viol_max_count = 0

[route]
wire_per_inst_um = 12.4
drtIter0Drc = 84
via_per_inst = 4.28
drc = 0
wl_met2_um = 1340
wl_um = 2850
drt.antenna.violating_nets = 0
met1_length_um = 1290
antennaDiodeCount = 0
highest_layer = met4
drtPass1Iterations = 4
vias = 984
met3WireLength_um = 200

[final_timing]
slew_viol_final = 0
setup_slack_ps = 35.3
tns_ps = 0
fin_crit_sh_pct = 98.7
finalSetupViolations = 0
max_freq_ghz = 0.362
finClkSkew_ps = 3.23
max-slew-margin-rel_pct = 81.0
holdWs_ps = 506
fin_crit_ps = 2760
worst_slew_pin_slew_ps = 280
grt_setup_unrepaired = yes
hold_viol_final = 0

[critical_path]
worst-setup-path-type = in2reg
critPathSlowestCell = or3_4
timing.critical_path.mode_cell = buf_6
cp.required_ps = 2920
cp-end-kind = register
critical_path_arrival_ps = 2890
path_max_fanout = 3
start_kind = primary input
max_stage_delay_ps = 380
worstPathCellList = buf_8 > buf_6 > inv_8 > ha_4 > a21boi_2 > or3_4 > o21ai_4 > a21oi_2 > ha_1 > buf_6 > nor2b_4 > o32ai_2 > o2bb2ai_1 > o21ai_1 > a211oi_1 > o311ai_1

[place]
pre_cts_ws_ps = -637
gp_congestion = 0.919
dp_hpwl_um = 2160
post_dp_cell_area_um2 = 1310
port_buffers = 26

[pwr]
p_leak_nw = 0.646
ir_drop_v = 0.000321
p_per_area_nw_per_um2 = 244
power_uw = 368

[global_route]
grt_antenna_before_repair = 0
grt.overflow.total = 0
first_global_vias = 1003
grt_start_max_net_pins = 13
grt_util_all_layers_pct = 6.23
grt_pass1_wl_um = 4690

[clock_tree]
clkSinkCount = 5
numCtsBuffers = 3
root_buffer = clkbuf_8
cts_tree = done
cts.clk_slew.worst_paths_ps = 40
postCtsHoldBufs = 0
worstSkewPairLatency_ps = 220
cts_buffer_depth = 2
h-tree-depth = 1

[die]
die_w_um = 95
ios = 27
dieHeight_um = 95
fp-utilization_pct = 14.9
dieArea_um2 = 9030
core_um2 = 5470
rows = 27

[status]
outcome = finished, final reports clean

[min_path]
hold_path.class = reg2reg
==> cells by family (layout without fill, tap and decap cells) <==
group / count (synthesis) / in the layout / synth area share (%)
fa+ha+maj: 5 / 5 / 7.67
mux: 4 / 4 / 5.37
compound gates: 34 / 34 / 30.1
simple gates: 39 / 39 / 27.0
buf+inv: 17 / 68 / 9.20
flops: 5 / 5 / 15.2
xor+xnor: 3 / 3 / 5.52
==> cell usage after synthesis, types with 2 or more instances <==
library cell / instances
nor2_1: 6
nand2_1: 5
nor4_1: 3
inv_1: 11
or3_1: 3
a31oi_1: 2
a32oi_1: 2
o311ai_1: 2
clkbuf_1: 2
a21oi_1: 6
and2_1: 2
and3_1: 2
nor2b_1: 4
buf_2: 3
o21ai_1: 3
ha_1: 5
dfstp_2: 3
mux2_2: 3
nor3_1: 6
o21ai_0: 6
nand2b_1: 2
==> path summary, 6_finish.rpt <==
check                                 startpoint                to  slack, ps  cells after the start
worst max-delay path                        x[0]        color_data         40                     16
worst min-delay path                 life_reg[2]       life_reg[2]        510                      1
worst max register to register  damage_processed       life_reg[1]       1920                      2
worst min register to register       life_reg[2]       life_reg[2]        510                      1
max in group asynchronous                  reset       life_reg[0]       2050                      2
min in group asynchronous                  reset  damage_processed        520                      2
==> per-layer routing <==
metal	vias to the layer above	global-route usage, %
met3	2	1.92
li1	497	-
met4	0	0.499
met5	-	0
met2	28	10.1
met1	457	8.33
==> critical path: cells and delay by family <==
kind / cells / cell delay, ps
buffers and inverters: 4 / 400
AND-OR/OR-AND: 8 / 980
adder cells (fa/ha/maj): 2 / 460
AND/OR/NAND/NOR: 2 / 470
==> per-stage QoR <==
step	utilization, %	instances
finish	27.6	230
global route	27.6	230
CTS	26.3	226
detailed placement	24.0	217
global placement	24.0	217
floorplan	-	107
==> cell type report <==
type                    count  area [µm²]
fillers                   601        3960
inverters                  11        48.8
multi-input cells          85         748
flip-flops and latches      5         124
clock buffers               4        45.0
repair buffers             53         454
well taps                  72        90.1
==> where the power goes <==
| part | total, mW | internal [mW] | switching [mW] |
|---|---|---|---|
| Sequential | 0.0736 | 0.0734 | 0.000183 |
| Combinational | 0.162 | 0.0848 | 0.0776 |
| Clock | 0.132 | 0.0976 | 0.0341 |
==> cell usage in the layout, fill, tap and decap left out, types with 2 or more instances in the layout <==
cell / n
buf_4: 22
clkdlybuf4s50_1: 8
inv_1: 6
clkbuf_2: 6
nor3_1: 5
nand2_1: 5
o21ai_0: 5
inv_2: 4
nor2_1: 4
a21oi_1: 4
buf_6: 4
mux2_2: 3
nor2b_4: 3
o21ai_1: 3
clkbuf_8: 3
dlymetal6s2s_1: 3
buf_2: 3
dlygate4sd2_1: 3
dfstp_2: 3
nand2b_1: 2
and2_1: 2
or3_4: 2
nor2_2: 2
o21ai_4: 2
a31oi_1: 2
nor2b_1: 2
and3_1: 2
a32oi_1: 2
nor4_1: 2
o311ai_1: 2
ha_4: 2
ha_1: 2
clkdlybuf4s15_1: 2
==> timing repair <==
item                       in CTS  in global routing
setup buffers                   5                  4
pin swaps                      22                 17
setup endpoints to repair       4                  4
gates resized                  40                 32
Power is estimated from default activity; no workload was simulated.
