--- flow/design.v ---
module collision_detector(
    input clk,
    input game_reset,
    input [9:0] p_x, p_y,
    input [39:0] f_x,
    input [39:0] f_y,
    output reg [3:0] collision
    );
    parameter P_WIDTH = 50;
    parameter P_HEIGHT = 50;
    parameter F_WIDTH = 50;
    parameter F_HEIGHT = 50;
    integer i;
    initial begin
        collision = 0;
    end
    function d_bit;
        input [9:0] x, y, f_x, f_y;
        begin
            d_bit =
            (
                (x < f_x + F_WIDTH) && 
                (x + P_WIDTH > f_x) && 
                (y < f_y + F_HEIGHT) && 
                (y + P_HEIGHT-35 > f_y)  
            );
        end
    endfunction
    always@(*)
    begin
        if(game_reset)
        begin
            collision <= 0;
        end
        else begin
            if(d_bit(p_x, p_y, f_x[9:0], f_y[9:0]))
            begin
                collision <= 4'b1000;
            end
            else if(d_bit(p_x, p_y, f_x[19:10], f_y[19:10]))
            begin
                collision <= 4'b0100;
            end
            else if(d_bit(p_x, p_y, f_x[29:20], f_y[29:20]))
            begin
                collision <= 4'b0010;
            end
            else if (d_bit(p_x, p_y, f_x[39:30], f_y[39:30]))
            begin
                collision <= 4'b0001;
            end   
            else 
                collision <= 4'b0000;
        end
    end
endmodule
--- flow/run.sh ---
#!/bin/bash
# OpenROAD 26Q1-2900-gdf79404cd8, Yosys 0.63+post, stock flow scripts
make -C /OpenROAD-flow-scripts/flow DESIGN_CONFIG=/design/flow/config.mk WORK_HOME=/design/flow/orfs finish
--- flow/config.mk ---
export PLATFORM = sky130hd
export DESIGN_NAME = collision_detector
export DESIGN_NICKNAME = collision_detector
export VERILOG_FILES = /design/flow/design.v
export SDC_FILE = /design/flow/constraint.sdc
export NUM_CORES = 4
export LEC_CHECK = 1
export CORE_UTILIZATION = 50
--- flow/constraint.sdc ---
current_design collision_detector

set clk_period 7.2
set clk_io_pct 0.2

create_clock -name clk0 -period $clk_period

set non_clock_inputs [all_inputs -no_clocks]
set_input_delay [expr $clk_period * $clk_io_pct] -clock clk0 $non_clock_inputs
set_output_delay [expr $clk_period * $clk_io_pct] -clock clk0 [all_outputs]
==> design notes <==
The logs give 0 for the DRC violations left and 3.056 nW for the leakage power figure. The kind of start point of the critical path was an input pin. The minimum period implied by the final worst setup slack came out at 6974 ps.

The tools report the core utilization at floorplan as 0.5240. Per the final report, max-transition violations number 0. The endpoint required time on the critical path is 5760 ps, and the number of instances in the synthesized netlist is 637. The class of the most critical hold timing path is in2out. With the standard cell core area at 9415 µm², the routed length per instance is 15.40 µm. The buffer-and-inverter tally for the worst setup path was 3; the yosys stat cell total was 637.

The tools report the area reported by Yosys stat as 4933 µm². The number of setup buffers added after CTS is 0. The run finished with clean final reports. The run gives 0.9686 for the portion of the clock cycle consumed by the worst path in the final layout.

The critical path start-end classification is in2out. The final antenna diode tally reported by the flow is 0. Global routing put the most usage on met2. The OpenROAD warning count came out at 42. Hold is met by 3876 ps. For the met1 layer usage reported by global route, the log shows 0.3433.

The run gives 0.5042 for the fraction of power spent switching nets. The cell count of the worst hold path works out to 3. The final layout report lists a filler cell count of 794. For the pin with the worst max-slew slack, the measured transition is 603.0 ps. The met3 usage was 0.01541; the peak clock frequency supported by timing was 143.4 MHz. The first detailed-routing pass took 4 iterations.

The tools report the total congestion overflow as 0. Listed in order, past its start point the critical path passes clkdlybuf4s50_1 -> inv_1 -> ha_1 -> nor3b_4 -> nand3b_1 -> xnor2_1 -> ha_1 -> nand4_1 -> nor4b_1 -> o21ai_0 -> o21ai_0 -> nor4_1 -> or4b_1 -> nor4b_2 -> clkdlybuf4s50_1. Entering global routing, the biggest net connects 10 pins.

The synthesis-to-finish area growth was 27.90%; the number of placed I/O pins was 106. In the layout the commonest cells are ha_1 (166), clkdlybuf4s50_1 (105), inv_1 (89). In this run the full chip footprint comes out at 10270 µm². After legalization and detailed placement, the total HPWL measured 12020 µm. The logs give 0 for the number of failing setup endpoints in the final timing report and 4804 for the number of global-route vias before repair. The filler-free cell count of the finished design is 891, and the combinational fraction of design power is 1.000. Proportion of synthesized chip area in sequential cells: 0. The die boundary width works out to 101.3 µm. The run gives 5530 ps for the arrival time of data at the critical path endpoint. Internal power comes to 0.2220 mW. In the finished design the tool counted flip-flops and latches totalling 0. The script logs the ratio of routed vias to standard cells as 5.620. The total via count after detailed routing is 5007. The run gives 0 for the initial antenna violation count. The endpoint kind of the worst setup timing path is a primary output. The run gives 7 for the largest fanout on the critical path. The cell total after placement was 891.

Per the summary, power density relative to cell area is 70.98 nW/µm². The mean cell area of the mapped netlist is 7.745 µm². The worst max-slew margin expressed relative to the limit was 0.5953; the height of the die was 101.3 µm. Among all stages on the critical path, the largest delay is contributed by clkdlybuf4s50_1. The first-pass GRT wire length was 22030 µm; the met2 demand-to-capacity share in global routing was 0.5102.

After layout, the clock buffer instance count stands at 0. For the maximum vdd drop, the log shows 0.00003243 V. For the fraction of power consumed by sequential logic, the log shows 0.

The run gives 0 as the share of power burned in the clock network. The largest delay contributor family on the critical path is simple AND/OR/NAND/NOR gates. The run gives 640 ps for the stage delay of the slowest cell on the critical path. Share of cells above drive strength 1: 0.04593. The tools report the switching power as 0.2258 mW. The top cell type in the final layout, fill and taps aside, is ha_1. The violation tally recorded at the end of detailed-routing iteration 0 is 97. The run gives 35 for the total number of placement rows. For the tally of nets with antenna violations remaining after routing, the log shows 0. The worst min-delay path startpoint was game_reset. Before any placement, the netlist area is recorded as 4933 µm².

The logs give 56 for the number of distinct library cells after synthesis and 1 for the total of warnings raised by yosys. After its last routability iteration, the placer logged a weighted congestion of 0.9597. Per the layout area report, the register area comes to 0 µm². The aggregate routed wire length was 13720 µm; the number of buffers added on ports was 105. The run gives 0 for the total count of hold-check failures in the final report.

End point of the most critical hold path: collision[3]. Max-cap violations in this run came to 0. The overall fraction of global-route tracks in use came out at 0.2731.
[worst max-delay path by stage]
stage         slack (ps)  cells after the start           end    from
CTS                  170                     13  collision[0]  p_y[0]
global route          -2                     15  collision[0]  p_y[0]
finish               230                     15  collision[0]  p_y[0]
[final cells by class]
class | instances | area [µm²] | area share
multi-input cells | 547 | 4607 | 0.7301
inverters | 90 | 340.3 | 0.05394
well taps | 129 | 161.4 | 0.02558
repair buffers | 125 | 1201 | 0.1904
[timing repair]
| action | in CTS | in global routing |
|---|---|---|
| gates resized | 0 | 2 |
| setup endpoints to repair | 0 | 1 |
| hold buffers | 0 | 0 |
[synthesized netlist by cell type, drive strengths merged (8+ instances only)]
cell | n | area [µm²]
nand2 | 38 | 142.6
xnor2 | 62 | 543.0
nand4 | 23 | 143.9
a21o | 8 | 60.06
o32ai | 8 | 70.07
o21a | 17 | 127.6
ha | 166 | 2077
o21ai | 32 | 160.2
nor2 | 22 | 82.58
inv | 90 | 340.3
xor2 | 8 | 70.07
nor3 | 10 | 50.05
nand3 | 17 | 97.60
a21oi | 34 | 170.2
nor2b | 11 | 68.82
a211oi | 13 | 97.59
[kinds of logic after synthesis]
family	Yosys count	share of synthesized area
buffers and inverters	90	0.06898
XOR/XNOR	70	0.1243
AND/OR/NAND/NOR	157	0.1747
AND-OR/OR-AND	154	0.2110
adder cells (fa/ha/maj)	166	0.4210
[routing by layer]
metal / share of wire / vias up
met5: 0 / -
li1: - / 2625
met3: 0.044 / 24
met1: 0.45 / 2214
met2: 0.48 / 144
met4: 0.021 / 0
[through the flow]
step,worst slack [ps],power [mW],area [µm²],TNS [ps],util
5_1_grt,-1.840,0.5081,6310,-1.840,0.6702
4_1_cts,169.6,0.4466,6296,0,0.6687
2_1_floorplan,1928,0.2730,4933,0,-
3_3_place_gp,173.9,0.4332,6296,0,0.6687
3_5_place_dp,215.7,0.4427,6296,0,0.6687
6_report,226.0,0.4479,6310,0,0.6702
[worst min-delay path: stages]
cell and delay (ps):
clkdlybuf4s50_1 540, nor2_1 60, clkdlybuf4s50_1 390
[power groups by stage]
stage | Sequential, mW | Combinational [mW] | Clock, mW
after CTS | 0 | 0.447 | 0
after global routing | 0 | 0.508 | 0
final | 0 | 0.448 | 0
Power is estimated from default activity; no workload was simulated.
